==> flow/design.v <==
module spi (
    input i_clk,
    input i_rst,
    output spi_sck,
    output reg spi_mosi,
    input spi_miso,
    output reg [1:0] spi_ss,
    input [23:0] wb_adr,
    input wb_cyc,
    input wb_stb,
    output wb_ack,
    input wb_we,
    input [15:0] wb_i_dat,
    output reg [15:0] wb_o_dat
);
wire CPOL = mode_reg[5];
wire CPHA = mode_reg[4];
reg spi_sck_s;
assign spi_sck = spi_sck_s ^ (~CPOL);
wire spi_start_req;
reg  req_in_progress;
reg  req_end_xor;
reg  req_step;
reg [2:0] req_bit;
reg [7:0] tx_byte, rx_byte;
always @(posedge spi_logic_clk) begin
    if (i_rst) begin
        spi_sck_s <= 1'b1;
        spi_mosi <= 1'b1;
        req_step <= 1'b0;
        req_end_xor <= 1'b0;
    end else if (req_in_progress & ~req_step) begin
        spi_sck_s <= CPHA;
        rx_byte[req_bit] <= spi_miso;
        req_bit <= req_bit - 3'b1;
        req_step <= 1'b1;
        req_in_progress <= (req_bit != 3'b0);
        req_end_xor <= req_end_xor^(req_bit == 3'b0);
    end else if (req_in_progress & req_step) begin
        spi_sck_s <= ~CPHA;
        spi_mosi <= tx_byte[req_bit];
        req_step <= 1'b0;
    end else if (spi_start_req) begin
        spi_sck_s <= ~CPHA;
        spi_mosi <= tx_byte[7];
        req_step <= 1'b0;
        req_bit <= 3'd7;
        req_in_progress <= 1'b1;
    end else begin
        spi_sck_s <= 1'b1;
        spi_mosi <= 1'b1;
    end
end
reg xfer_start_flag;
reg spi_busy;
always @(posedge i_clk) begin
    if (i_rst) begin
        xfer_start_flag <= 1'b0;
        spi_busy <= 1'b0;
		mode_reg <= 6'b000110;
        spi_ss <= 2'b11;
    end else begin
        if (spi_req_end)
            spi_busy <= 1'b0;
        if (wb_cyc & wb_stb & wb_we & (wb_adr == 24'b0)) begin
            xfer_start_flag <= ~xfer_start_flag;
            tx_byte <= wb_i_dat[7:0];
            spi_busy <= 1'b1;
        end else if (wb_cyc & wb_stb & wb_we & (wb_adr == 24'h3)) begin
            mode_reg <= wb_i_dat[5:0];
        end else if (wb_cyc & wb_stb & wb_we & (wb_adr == 24'h4)) begin
            spi_ss <= wb_i_dat[1:0];
        end
    end
end
always @(*) begin
    if (wb_adr == 24'h1)
        wb_o_dat = {8'b0, rx_byte};
    else if (wb_adr == 24'h2)
        wb_o_dat = {15'b0, spi_busy};
    else if (wb_adr == 24'h3)
        wb_o_dat = {10'b0, mode_reg};
    else if (wb_adr == 24'h4)
        wb_o_dat = {15'b0, spi_ss};
    else
        wb_o_dat = 16'b0;
end
reg [5:0] mode_reg;
wire [3:0] clk_div = mode_reg[3:0];
reg [9:0] clk_cnt;
assign spi_logic_clk = clk_cnt[clk_div];
always @(posedge i_clk) begin
    if (i_rst)
        clk_cnt <= 1'b0;
    else
        clk_cnt <= clk_cnt + 1'b1;
end
assign wb_ack = wb_cyc & wb_stb;
reg [2:0] d_xfer_xor_sync;
always @(posedge spi_logic_clk) begin
    if(i_rst) begin
        d_xfer_xor_sync[2:0] <= 3'b0;
    end else begin
        d_xfer_xor_sync[0] <= xfer_start_flag;
        d_xfer_xor_sync[1] <= d_xfer_xor_sync[0];
        d_xfer_xor_sync[2] <= d_xfer_xor_sync[1];
    end
end
assign spi_start_req = (d_xfer_xor_sync[1] ^ d_xfer_xor_sync[2]) & ~i_rst;
reg [2:0] d_req_end_sync;
always @(posedge i_clk) begin
    if(i_rst) begin
        d_req_end_sync[2:0] <= 3'b0;
    end else begin
        d_req_end_sync[0] <= req_end_xor;
        d_req_end_sync[1] <= d_req_end_sync[0];
        d_req_end_sync[2] <= d_req_end_sync[1];
    end
end
wire spi_req_end = (d_req_end_sync[1] ^ d_req_end_sync[2]) & ~i_rst;
endmodule
==> flow/run.sh <==
#!/bin/bash
# OpenROAD 26Q1-2900-gdf79404cd8, Yosys 0.63+post, stock flow scripts
make -C /OpenROAD-flow-scripts/flow DESIGN_CONFIG=/design/flow/config.mk WORK_HOME=/design/flow/orfs finish
==> flow/config.mk <==
export PLATFORM = sky130hd
export DESIGN_NAME = spi
export DESIGN_NICKNAME = spi
export VERILOG_FILES = /design/flow/design.v
export SDC_FILE = /design/flow/constraint.sdc
export NUM_CORES = 4
export LEC_CHECK = 1
export CORE_UTILIZATION = 30
==> flow/constraint.sdc <==
current_design spi

set clk_period 6.1
set clk_io_pct 0.2

create_clock -name clk0 -period $clk_period [get_ports {i_clk}]

set non_clock_inputs [all_inputs -no_clocks]
set_input_delay [expr $clk_period * $clk_io_pct] -clock clk0 $non_clock_inputs
set_output_delay [expr $clk_period * $clk_io_pct] -clock clk0 [all_outputs]
==> results.ini <==
[power]
worst_ir_drop_vdd_v = 0.0000902
cellLeakagePower_uw = 0.00109
switchingPower_uw = 88.7
comb_power_share_pct = 11.0
sw_frac_of_total_pct = 21.9
power.internal_uw = 316
pwr-share-seq_pct = 53.1
pwr_density_cell_nw_per_um2 = 129
power.share.clock_pct = 35.9
report.power.total_uw = 405

[drt]
final_antenna_net_count = 0
route.antenna.diode_count = 0
drt_pass1_iterations = 4
detail_route.drc_violations = 0
postRouteWirelength_um = 5230
wire_per_inst_um = 13.1
detailroute.via_count = 1875
dr.first_iter.drc_count = 90
route.detailed.vias_per_inst = 4.71

[clock_tree]
post_cts_resized = 0
tritoncts = yes
cts-root-to-sink-buffers = 2
holdBufCountCts = 0
clock.latency.late_pin_ns = 0.28
root_buffer = sky130_fd_sc_hd__clkbuf_8
postCtsSetupRepairBufs = 0
numCtsBuffers = 5
cts.reportedPaths.clkPinSlew_ns = 0.06
ctsHtreeMaxLevel = 2

[job]
max-cap-violations = 0
warning_total_across_the_stage_logs = 35

[floorplanning]
core_region_area_sq_um = 7890
fp_util_pct = 31.5
dieArea_sq_um = 8650
chipWidth_um = 93.0
io_pins = 67
core.rowCount = 32
die_y_um = 93.0

[sta]
actual_slew_at_the_worst_max_slew_pin_ns = 0.692
setup_viol = 0
final.setup.worst_slack_ns = 1.29
max_freq_mhz = 208
min_period_ns = 4.81
timing.slew.headroom_pct = 53.4
finalClockSkew_ns = 0.00632
timing_hold_violations_final = 0
unclocked_pins = 19
grt_setup_unrepaired = no
final.hold.worst_slack_ns = 0.465
unconstrained_endpoints = 32
totalNegativeSetupSlack_ns = 0
slew_violations = 0
layout_worst_path_cycle_share_pct = 78.8

[layout]
most-common-layout-cells = sky130_fd_sc_hd__clkdlybuf4s50_1, sky130_fd_sc_hd__nor2_1, sky130_fd_sc_hd__dfxtp_1, sky130_fd_sc_hd__edfxtp_1
top_register_by_number_of_flip_flops = clk_cnt
largest_reg_flops = 10
top_regs = clk_cnt (10), rx_byte (8), tx_byte (8)
layout-area-overhead-vs-synth_pct = 26.0
utilization_pct = 39.7
layout_top_cell_excl_fill_tap = sky130_fd_sc_hd__clkdlybuf4s50_1
final_layout_size_suffix_gt1_share_pct = 7.77

[synth]
synthesis.instances = 244
enable_flop_cells = 20
synth.lib_cells_used.distinct = 50
post_synth.cell_area_avg_sq_um = 10.2
async_reset_ff_share_pct = 0
syn-cell-area_sq_um = 2480
ys_area_sq_um = 2480
postSynthRegisterBits = 50
synth-seq-area-share_pct = 48.3
ys.flop_type = sky130_fd_sc_hd__dfxtp_1
yosysWarnings = 2
yosysCellCount = 244

[worst_setup_path]
worst_flop_to_flop_path_startpoint = clk_cnt[2]$_SDFF_PP0_
setup.worst_path.class = input port to output pin
timing.reg2reg.worst_path_depth = 4
crit_path_top_delay_cell = sky130_fd_sc_hd__nor4_1
cp.arrival_ns = 3.59
critPathBufInv = 2
worst_r2r_endpoint = clk_cnt[9]$_SDFF_PP0_
critical_path_source = wb_adr[17]
top_cell_by_count_worst_path = sky130_fd_sc_hd__clkdlybuf4s50_1
setup.reg_to_reg.worst_slack_ns = 4.84
crit_required_ns = 4.88
crit_chain = clkdlybuf4s50_1 > nor4_1 > and4b_2 > nand2_2 > o32ai_1 > clkdlybuf4s50_1
cp-end-kind = output pin
worst_setup_path_start_kind = input port
critPathMaxStageDelay_ns = 0.62
critPathTopFamily = simple AND/OR/NAND/NOR gates
crit_path_max_fanout = 8

[placed_design]
numPortBuffers = 50
place_congestion = 0.833
dp.final_hpwl_um = 3980
detailedPlace.worstSlack_ns = 1.28

[hold_path]
min_path_cells = 1
min_to = clk_cnt[0]$_SDFF_PP0_
worst_hold_startpoint = clk_cnt[0]$_SDFF_PP0_
min-delay-path-class = flip-flop to flip-flop

[global_routing]
grt_pass1_wl_um = 8710
first_global_vias = 1858
grt_start_max_net_pins = 36
grt_overflow = 0
track_usage_pct = 13.0
initial_antenna_violation_count = 0

[status]
status = finished, final reports clean

-- worst max-delay path by stage --
stage	end	slack, ns	depth (start not counted)
6_report	wb_o_dat[0]	1.29	6
5_1_grt	wb_o_dat[0]	1.12	6
4_1_cts	wb_o_dat[0]	1.27	6
-- worst reg2reg max path, delay by kind of cell (launching register included) --
| family | cells | cell delay [ns] |
|---|---|---|
| AND/OR/NAND/NOR | 3 | 0.57 |
| flip-flops | 1 | 0.43 |
| XOR/XNOR | 1 | 0.15 |
-- power groups by stage --
stage	clock, uW	combinational, uW	sequential [uW]
after CTS	148	45.1	215
after global routing	160	48.6	215
final	146	44.5	215
-- cell type report --
class	count	area, sq um
flip-flops and latches	50	1200
fillers	777	4760
inverters	8	30.0
clock inverters	2	8.76
multi-input cells	179	1180
repair buffers	52	515
clock buffers	5	68.8
well taps	102	128
-- cell families (layout without fill, tap and decap cells) --
kind of cell,count (synthesis),in the layout,share of synthesized area (%)
fa+ha+maj,5,5,2.52
other cells,1,8,0.151
mux,20,20,10.3
buf+inv,22,67,5.29
flops,50,50,48.3
simple gates,106,106,23.0
xor+xnor,9,9,3.17
compound gates,31,31,7.25
-- cell usage after synthesis, types with 5 or more instances --
cell type / instances / share of area [%]
sky130_fd_sc_hd__nor2_1: 30 / 4.5
sky130_fd_sc_hd__buf_4: 8 / 2.4
sky130_fd_sc_hd__inv_1: 8 / 1.2
sky130_fd_sc_hd__o21ai_0: 14 / 2.8
sky130_fd_sc_hd__edfxtp_1: 20 / 24
sky130_fd_sc_hd__ha_1: 5 / 2.5
sky130_fd_sc_hd__a21oi_1: 8 / 1.6
sky130_fd_sc_hd__nand4_1: 8 / 2.0
sky130_fd_sc_hd__nor2b_1: 8 / 2.0
sky130_fd_sc_hd__xor2_1: 5 / 1.8
sky130_fd_sc_hd__nand3_1: 10 / 2.0
sky130_fd_sc_hd__nand2_1: 14 / 2.1
sky130_fd_sc_hd__mux2i_1: 11 / 4.4
sky130_fd_sc_hd__dfxtp_1: 30 / 24
-- stage by stage --
| step | area (sq um) | cells |
|---|---|---|
| 3_5_place_dp | 3050 | 391 |
| 4_1_cts | 3130 | 398 |
| 2_1_floorplan | 2510 | 251 |
| 6_report | 3130 | 398 |
| 3_3_place_gp | 3050 | 391 |
| 5_1_grt | 3130 | 398 |
-- per-layer routing --
layer | track usage (%) | part of all wire, % | vias up
li1 | - | - | 964
met1 | 18.5 | 46 | 875
met2 | 22.4 | 50 | 32
met3 | 2.23 | 3.4 | 4
met4 | 1.15 | 0.69 | 0
met5 | 0 | 0 | -
Power figures rest on the tool's default switching activity, not on a simulated workload.
