[design.v]
module i2c(
    input i_clk,
    input i_full_clk,
    input i_rst,
    output o_scl,
    input i_scl,
    output reg o_sda,
    input i_sda,
    output reg d_sda,
    input [23:0] wb_adr,
    input wb_cyc,
    input wb_stb,
    output wb_ack,
    input wb_we,
    input [15:0] wb_i_dat,
    output [15:0] wb_o_dat
);
localparam WB_I2C_ADDR = 2'b0;
localparam WB_I2C_REG = 2'b01;
localparam WB_I2C_DATA = 2'b10;
localparam WB_I2C_STATE = 2'b11;
reg [7:0] req_addr, req_reg, req_i_data;
reg start_flag, start_flag_slow;
reg busy_flag, busy_flag_slow;
reg [7:0] data_read;
reg [7:0] data_read_sync;
reg [9:0] clock_cnt;
wire i2c_clock = clock_cnt[9];  
wire i2c_ctl_clock = clock_cnt[8];  
always @(posedge i_full_clk) begin
    clock_cnt <= clock_cnt + 10'b1;
end
reg clock_inhibit, clock_low;
assign o_scl = clock_inhibit ? clock_low  : i2c_clock;
reg [4:0] state;
reg [4:0] cnt;
reg req_error;
always @(negedge i2c_ctl_clock) begin
    if (i_rst) begin
        state <= 5'b0;
        cnt <= 5'b0;
        start_flag_slow <= 1'b0;
        busy_flag_slow <= 1'b0;
        clock_inhibit <= 1'b1;
        req_error <= 1'b0;
        data_read <= 16'b0;
        o_sda <= 1'b1;
        d_sda <= 1'b0;
        clock_low <= 1'b1;
    end else begin
        case (state)
        default: begin end
        5'b0: begin
            o_sda <= 1'b1;
            d_sda <= 1'b0;
            clock_inhibit <= 1'b1;
            clock_low <= 1'b1;
            if ((start_flag ^ start_flag_slow) & ~i2c_clock) begin
                o_sda <= 1'b0;  
                state <= 5'b1;
                cnt <= 5'b0;
                req_error <= 1'b0;
                start_flag_slow <= start_flag_slow ^ 1'b1;
            end
        end
        5'b1: begin
            if (i2c_clock) begin
                d_sda <= 1'b0;
                clock_low <= 1'b0;
            end else begin
                d_sda <= 1'b0;
                clock_low <= 1'b1;
                clock_inhibit <= 1'b0;  
                o_sda <= req_addr[5'd7 - cnt];
                cnt <= cnt + 5'b1;
                if (cnt == 5'd7) begin
                    state <= 5'b10;
                    o_sda <= 1'b0;  
                end
            end
        end
        5'b10: begin
            if (~i2c_clock) begin
                d_sda <= 1'b1;  
                cnt <= 5'b0;
                state <= 5'b11;
            end
        end
        5'b11: begin
            if (i2c_clock) begin
                d_sda <= 1'b1;
                if (i_sda == 1'b0) begin  
                    state <= 5'b100;
                    cnt <= 5'b0;
                end else begin
                    req_error <= 1'b1;
                    state <= 5'b111;
                end
            end
        end
        5'b100: begin
            if (state == 5'b100 & ~i2c_clock) begin
                d_sda <= 1'b0;
                o_sda <= req_reg[5'd7 - cnt];
                cnt <= cnt + 5'b1;
                if (cnt == 5'd7) begin
                    state <= 5'b101;
                end
            end
        end
        5'b101: begin
            if (~i2c_clock) begin
                d_sda <= 1'b1;  
                cnt <= 5'b0;
                state <= 5'b110;
            end
        end 
        5'b110: begin
            if (i2c_clock) begin
                d_sda <= 1'b1;
                if (i_sda == 1'b0) begin  
                    if (req_addr[0]) begin
                        state <= 5'b10000;  
                    end else begin
                        state <= 5'b1001;  
                    end
                end else begin
                    req_error <= 1'b1;
                    state <= 5'b111;
                end
            end
        end
        5'b111: begin
            d_sda <= 1'b0;
            o_sda <= 1'b1;
            clock_inhibit <= 1'b1;
            clock_low <= 1'b0;
            cnt <= 5'b0;
            if (~i2c_clock) begin
                state <= 5'b1000;
            end
        end
        5'b1000: begin
            if (cnt == 5'b0 && i2c_clock) begin  
                d_sda <= 1'b0;
                o_sda <= 1'b0;
                clock_inhibit <= 1'b1;
                clock_low <= 1'b0;
                state <= 5'b1000;
            end else begin  
                d_sda <= 1'b0;
                o_sda <= 1'b0;
                clock_inhibit <= 1'b1;
                clock_low <= 1'b1;
                cnt <= cnt + 5'b1;
                if (cnt == 5'd3) begin
                    state <= 5'b0;
                    busy_flag_slow <= busy_flag_slow ^ 1'b1;
                end
            end
        end
        5'b1001: begin
            if (~i2c_clock) begin
                d_sda <= 1'b0;
                o_sda <= req_i_data[5'd7 - cnt];
                cnt <= cnt + 5'b1;
                if (cnt == 5'd7) begin
                    state <= 5'b1010;
                end
            end
        end
        5'b1010: begin
            if (~i2c_clock) begin
                d_sda <= 1'b1;  
                cnt <= 5'b0;
                state <= 5'b1011;
            end
        end
        5'b1011: begin
            if (i2c_clock) begin
                d_sda <= 1'b1;
                if (i_sda == 1'b0) begin  
                    state <= 5'b111;
                end else begin
                    req_error <= 1'b1;
                    state <= 5'b111;
                end
            end
        end
        5'b10000: begin
            if (~i2c_clock) begin  
                d_sda <= 1'b0;
                o_sda <= 1'b1;
                state <= 5'b10001;
            end
        end
        5'b10001: begin
            if (i2c_clock) begin
                d_sda <= 1'b0;
                clock_inhibit <= 1'b1;
                clock_low <= 1'b1;
            end else begin
                d_sda <= 1'b0;
                o_sda <= 1'b0;
                state <= 5'b10010;
                cnt <= 5'b0;
            end
        end
        5'b10010: begin
            if (~i2c_clock) begin  
                clock_inhibit <= 1'b0; 
                d_sda <= 1'b0;
                o_sda <= req_addr[5'd7 - cnt];
                cnt <= cnt + 5'b1;
                if (cnt == 5'd7) begin
                    state <= 5'b10100;
                end
            end
        end
        5'b10100: begin
            if (~i2c_clock) begin
                d_sda <= 1'b1;  
                cnt <= 5'b0;
                state <= 5'b10101;
            end 
        end
        5'b10101: begin
            if (i2c_clock) begin
                d_sda <= 1'b1;
                if (i_sda == 1'b0) begin  
                    state <= 5'b10111;
                end else begin
                    req_error <= 1'b1;
                    state <= 5'b111;
                end
            end
        end
        5'b10111: begin
            if (~i2c_clock) begin  
                d_sda <= 1'b1;
                if (i_scl) begin 
                    data_read[5'd7-cnt] <= i_sda;
                    cnt <= cnt + 5'b1;
                    if (cnt == 5'd7) begin
                        state <= 5'b11000;
                    end
                end
            end
        end
        5'b11000: begin
            if (~i2c_clock) begin
                d_sda <= 1'b0;
                o_sda <= 1'b1;  
                state <= 5'b11001;
            end
        end
        5'b11001: begin
            state <= 5'b111;  
        end
    endcase
    end
end
reg req_err_sync, req_busy_sync;
always @(posedge i_clk) begin
    if (i_rst) begin
        req_addr <= 8'b0;
        req_reg <= 8'b0;
        req_i_data <= 8'b0;
        start_flag <= 1'b0;
        busy_flag <= 1'b0;
        data_read_sync <= 8'b0;
        req_err_sync <= 1'b0;
        req_busy_sync <= 1'b0;
    end else if (wb_cyc & wb_stb & (wb_adr == WB_I2C_ADDR) & wb_we) begin
        req_addr <= wb_i_dat[7:0];
    end else if (wb_cyc & wb_stb & (wb_adr == WB_I2C_REG) & wb_we) begin
        req_reg <= wb_i_dat[7:0];
    end else if (wb_cyc & wb_stb & (wb_adr == WB_I2C_DATA) & wb_we) begin
        req_i_data <= wb_i_dat[7:0];
    end else if (wb_cyc & wb_stb & (wb_adr == WB_I2C_STATE) & wb_we) begin
        start_flag <= start_flag ^ 1'b1;
        busy_flag <= busy_flag ^ 1'b1;
    end
    if (!i_rst) begin
        data_read_sync <= data_read;
        req_err_sync <= req_error;
        req_busy_sync <= busy_flag ^ busy_flag_slow;
    end
end
assign wb_o_dat = ((wb_adr == WB_I2C_STATE) ? {14'b0, req_err_sync, req_busy_sync} : data_read_sync);
assign wb_ack = wb_cyc & wb_stb;
endmodule
[run.sh]
#!/bin/bash
# OpenROAD 26Q1-2900-gdf79404cd8, Yosys 0.63+post, stock flow scripts
make -C /OpenROAD-flow-scripts/flow DESIGN_CONFIG=/design/flow/config.mk WORK_HOME=/design/flow/orfs finish
[config.mk]
export PLATFORM = sky130hd
export DESIGN_NAME = i2c
export DESIGN_NICKNAME = i2c
export VERILOG_FILES = /design/flow/design.v
export SDC_FILE = /design/flow/constraint.sdc
export NUM_CORES = 4
export LEC_CHECK = 1
export CORE_UTILIZATION = 40
[constraint.sdc]
current_design i2c

set clk_period 3.2
set clk_io_pct 0.2

create_clock -name clk0 -period $clk_period [get_ports {i_clk}]
create_clock -name clk1 -period $clk_period [get_ports {i_full_clk}]

set non_clock_inputs [all_inputs -no_clocks]
set_input_delay [expr $clk_period * $clk_io_pct] -clock clk0 $non_clock_inputs
set_output_delay [expr $clk_period * $clk_io_pct] -clock clk0 [all_outputs]
==> impl_metrics.sql <==
-- metrics for the results database
INSERT INTO impl_metrics (metric_group, metric, value, unit) VALUES
('outcome', 'result_of_the_run', 'completed', ''),
('cts', 'tritoncts', 'built', ''),
('grt', 'grt_pass1_vias', '2842', ''),
('synthesis', 'synth.comb.largest_family', 'simple AND/OR/NAND/NOR gates', ''),
('finish', 'layout_area_overhead', '19.79', '%'),
('pwr', 'cell_internal_pwr', '0.8548', 'mW'),
('setup_path', 'worstSetupEndpointType', 'output port', ''),
('finish', 'largest_reg_flops', '20', ''),
('setup_path', 'cp.arrival', '2.40', 'ns'),
('drt', 'antenna_cells', '0', ''),
('pwr', 'switching_power', '0.2489', 'mW'),
('die', 'floorplan.die_area', '10430', 'um^2'),
('synthesis', 'top_area_cell', 'sky130_fd_sc_hd__dfxtp_1', ''),
('die', 'fp-row-count', '36', ''),
('die', 'count_of_boundary_i_o_pins', '68', ''),
('drt', 'routed_wl', '8336', 'um'),
('drt', 'drt-pass1-iter-count', '7', ''),
('placed_design', 'globalplace.congestion', '0.8447', ''),
('final_timing', 'hold_violations', '0', ''),
('synthesis', 'synth_largest_type_area_fraction', '0.4295', ''),
('synthesis', 'ys_ff', '86', ''),
('final_timing', 'max_slew.worst_pin.slew', '0.7884', 'ns'),
('drt', 'dr_total_vias', '3101', ''),
('placed_design', 'dp.final_hpwl', '6241', 'um'),
('synthesis', 'synth.area.top_cells', 'sky130_fd_sc_hd__dfxtp_1, sky130_fd_sc_hd__mux2i_1, sky130_fd_sc_hd__nor2_1', ''),
('grt', 'gr-total-overflow', '0', ''),
('drt', 'drt_drc_violations_left', '0', ''),
('pwr', 'static_leakage', '1.828', 'nW'),
('final_timing', 'final_max_slew_viol_count', '0', ''),
('hold_path', 'min-delay-path-class', 'reg -> reg', ''),
('pwr', 'power_density', '229.8', 'nW/um^2'),
('die', 'floorplan.core_util', '0.4120', ''),
('pwr', 'sw_frac_of_total', '0.2255', ''),
('finish', 'registers.top_by_ff_count', 'state', ''),
('synthesis', 'postSynth.topFlopCell', 'sky130_fd_sc_hd__dfxtp_1', ''),
('synthesis', 'synth-simple-area-share', '0.2556', ''),
('die', 'dieWidth', '102.1', 'um'),
('final_timing', 'setup-tns-final', '0', 'ns'),
('grt', 'grt_pass1_wl', '14000', 'um'),
('synthesis', 'number_of_cells_in_the_yosys_synthesis_report', '426', ''),
('placed_design', 'post_dp_cell_area', '4624', 'um^2'),
('synthesis', 'yosys.stat.chipArea', '4009', 'um^2'),
('synthesis', 'synth_sequential_area_ratio', '0.4295', ''),
('synthesis', 'yosys-top-cells-count', 'sky130_fd_sc_hd__dfxtp_1, sky130_fd_sc_hd__nor2_1, sky130_fd_sc_hd__mux2i_1', ''),
('pwr', 'combPwrFrac', '0.077', ''),
('pwr', 'irDropWorstVdd', '194.7', 'uV'),
('drt', 'antenna_left', '0', ''),
('final_timing', 'untimed_endpoints', '42', ''),
('synthesis', 'yosysWarnings', '1', ''),
('final_timing', 'max_slew_headroom_at_the_worst_pin', '0.4695', ''),
('drt', 'detailedRoute.firstIterationViolations', '164', ''),
('final_timing', 'finClkSkew', '0.001756', 'ns'),
('run', 'log.warning_count', '36', ''),
('finish', 'largest_registers', 'state x20, clock_cnt x10', ''),
('synthesis', 'post_synth_mux_area_share', '0.1149', ''),
('final_timing', 'unclocked_regs', '40', ''),
('synthesis', 'synth.avg_cell_area', '9.410', 'um^2'),
('drt', 'route.detailed.vias_per_inst', '5.084', ''),
('die', 'design.core.area', '9729', 'um^2'),
('synthesis', 'synth-edff-count', '0', ''),
('pwr', 'sequentialPowerShare', '0.519', ''),
('grt', 'antenna_violations_before_repair', '0', ''),
('synthesis', 'ys_async_sr_fraction', '0', ''),
('synthesis', 'netlist_instances', '426', ''),
('grt', 'maximum_number_of_pins_on_one_net_before_global_route_repair', '46', ''),
('synthesis', 'top_cell', 'sky130_fd_sc_hd__dfxtp_1', ''),
('synthesis', 'synth.lib_cells_used.distinct', '52', ''),
('placed_design', 'io_buffers', '50', ''),
('synthesis', 'compound_area_frac', '0.09894', ''),
('finish', 'finalInstanceArea', '4802', 'um^2'),
('setup_path', 'critical_path_peak_fanout', '5', '');
## metrics by stage
stage	instances	total power, mW	setup slack, ns	util	hold WS, ns
global placement	598	0.6724	-0.07988	0.4753	0.4370
detailed placement	598	0.6730	-0.1309	0.4753	0.4452
finish	610	1.104	0.1556	0.4936	0.4548
floorplan	433	0.6165	0.5194	-	0.4021
global route	610	1.163	0.01188	0.4936	0.4621
CTS	610	1.123	0.001943	0.4901	0.4561
## critical path, cell delays in order
cell and delay, ns:
sky130_fd_sc_hd__clkdlybuf4s50_1 0.45, sky130_fd_sc_hd__nor4_4 0.18, sky130_fd_sc_hd__nand4_4 0.12, sky130_fd_sc_hd__nor3_2 0.19, sky130_fd_sc_hd__buf_4 0.15, sky130_fd_sc_hd__buf_4 0.12, sky130_fd_sc_hd__and2b_1 0.16, sky130_fd_sc_hd__clkdlybuf4s50_1 0.39
## what timing repair did
| action | in CTS | in global routing |
|---|---|---|
| setup buffers | 1 | 0 |
| pin swaps | 3 | 6 |
| setup endpoints to repair | 2 | 7 |
| gates resized | 3 | 12 |
## cell usage in the layout, fill, tap and decap left out, types with 4 or more instances in the layout
cell type,count
sky130_fd_sc_hd__mux2i_1,28
sky130_fd_sc_hd__buf_4,9
sky130_fd_sc_hd__nand3_1,14
sky130_fd_sc_hd__a21oi_1,15
sky130_fd_sc_hd__mux2_2,4
sky130_fd_sc_hd__ha_1,6
sky130_fd_sc_hd__dlymetal6s2s_1,11
sky130_fd_sc_hd__mux4_2,6
sky130_fd_sc_hd__nand2_1,19
sky130_fd_sc_hd__clkdlybuf4s50_1,36
sky130_fd_sc_hd__nor4_1,6
sky130_fd_sc_hd__nand3b_1,4
sky130_fd_sc_hd__inv_1,12
sky130_fd_sc_hd__dfxtp_1,86
sky130_fd_sc_hd__nand4_1,7
sky130_fd_sc_hd__nor4_4,5
sky130_fd_sc_hd__nor2_1,57
sky130_fd_sc_hd__o21ai_0,21
sky130_fd_sc_hd__nand2b_1,6
sky130_fd_sc_hd__and3_1,4
sky130_fd_sc_hd__xnor2_1,14
sky130_fd_sc_hd__o41ai_1,4
sky130_fd_sc_hd__nor2b_1,18
sky130_fd_sc_hd__o21a_1,4
sky130_fd_sc_hd__conb_1,8
sky130_fd_sc_hd__nor3_1,9
sky130_fd_sc_hd__clkbuf_8,8
sky130_fd_sc_hd__o31ai_1,5
sky130_fd_sc_hd__or4_1,6
## power groups by stage
stage         logic, mW  registers (mW)  clock network (mW)
CTS              0.0873           0.573               0.463
global route     0.0925           0.572               0.498
finish           0.0853           0.573               0.446
## cells by family after synthesis
group,count (synthesis)
AND-OR/OR-AND,63
AND/OR/NAND/NOR,177
adder cells (fa/ha/maj),6
XOR/XNOR,17
multiplexers,38
other,1
buffers and inverters,38
flip-flops,86
## final cells by class
type / instances / area (um^2)
well taps: 133 / 166.4
flip-flops and latches: 86 / 1722
repair buffers: 59 / 588.1
fillers: 906 / 4927
inverters: 12 / 45.04
clock buffers: 8 / 110.1
clock inverters: 3 / 23.77
multi-input cells: 309 / 2147
## path summary, 6_finish.rpt
check | from | to | slack [ns] | depth (start not counted)
setup / recovery | wb_adr[21] | wb_o_dat[2] | 0.16 | 8
hold / removal | clock_cnt[6] | clock_cnt[6] | 0.45 | 1
setup reg to reg | clock_cnt[2] | clock_cnt[9] | 2.02 | 4
hold reg to reg | clock_cnt[6] | clock_cnt[6] | 0.45 | 1
max in group clk1 | clock_cnt[2] | clock_cnt[9] | 2.02 | 4
min in group clk0 | req_i_data[5] | req_i_data[5] | 0.49 | 2
## routing by layer
metal / global-route usage / wire length (um)
met1: 0.2718 / 4076
met2: 0.2798 / 3856
met3: 0.02573 / 328
met4: 0.01978 / 75
met5: 0 / 0
No activity file was given, so power comes from the tool's default toggle rates.
