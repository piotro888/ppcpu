==> design/flow/design.v <==
module sdram (
    input wire clk,
    input wire [23:0] c_addr,
    input wire [15:0] c_data_in,
    input wire [1:0] c_addr_sel,
    output reg [31:0] c_data_out,
    input wire c_read_req, c_write_req,
    output reg c_busy, c_read_ready, c_cack,
    output reg dr_dqml, dr_dqmh,
    output wire dr_cs_n, dr_cas_n, dr_ras_n, dr_we_n, dr_cke,
    output reg [1:0] dr_ba,
    output reg  [12:0] dr_a,
    inout [15:0] dr_dq,
   input wire srclk
);
localparam CMD_NOP = 3'b111;
localparam CMD_ACTIVE = 3'b011;
localparam CMD_READ = 3'b101;
localparam CMD_WRITE = 3'b100;
localparam CMD_PRECH = 3'b010;
localparam CMD_AREFR = 3'b001;
localparam CMD_LREG = 3'b000;
reg [2:0] ram_cmd = CMD_NOP;
assign {dr_ras_n, dr_cas_n, dr_we_n} = ram_cmd;
assign dr_cke = 1'b1;
assign dr_cs_n = 1'b0;
localparam STATE_INIT_BEGIN = 4'b0000;
localparam STATE_INIT_PRECALL = 4'b0001;
localparam STATE_INIT_AUTOREF1 = 4'b0010;
localparam STATE_INIT_AUTOREF2 = 4'b0011;
localparam STATE_INIT_REGPROG = 4'b0100;
localparam STATE_IDLE = 4'b0101;
localparam STATE_REFR = 4'b0110;
localparam STATE_READ = 4'b0111;
localparam STATE_CASREAD = 4'b1000;
localparam STATE_WRITE = 4'b1001;
localparam STATE_WAIT = 4'b1111;
reg [3:0] state = STATE_INIT_BEGIN;
reg [15:0]  wait_reg;
reg [3:0]  wait_next_state;
reg [15:0] dr_dq_reg;
reg dr_dq_oe = 1'b0;
assign dr_dq = (dr_dq_oe ? dr_dq_reg : 16'bz);
reg [8:0] autorefr_cnt = 9'd55;
initial c_busy = 1'b1;
initial c_read_ready = 1'b0;
reg [23:0] i_addr;
reg [15:0] i_data_in;
reg [1:0] i_wr_mask;
reg [23:0] c_r_addr, c_w_addr;  
reg sync_xory_read = 1'b0;
always @(posedge srclk) begin
   if(c_read_req & ~c_busy) begin
      sync_xory_read <= sync_xory_read^1;
        c_r_addr <= c_addr;
    end
end
reg sync_x_read_done = 1'b0;
wire pulse_c_read = (sync_xory_read ^ sync_x_read_done) & ~c_read_ready;
reg sync_xory_write = 1'b0;
always @(posedge srclk) begin
   if(c_write_req & ~c_busy) begin
      sync_xory_write <= sync_xory_write^1;
        c_w_addr <= c_addr;
    end
end
always @(posedge srclk) begin
    c_cack <= 1'b0;
    if((c_read_req & ~c_busy) | (c_write_req & ~c_busy)) begin
        c_cack <= 1'b1;
    end
end
reg sync_x_write_done = 1'b0;
wire pulse_c_write = sync_xory_write ^ sync_x_write_done;
reg prev_srclk = 1'b0;
always @(posedge clk) begin
        {dr_dqml, dr_dqmh} <= 2'b00; dr_dq_oe <= 1'b0; dr_a <= 13'b0; dr_ba <= 2'b0;
    c_read_ready <= 1'b0;
    case (state)
        STATE_INIT_BEGIN: begin
            ram_cmd <= CMD_NOP;
            state <= STATE_WAIT;
            wait_next_state <= STATE_INIT_PRECALL;
            wait_reg <= 16'd10; 
        end
        STATE_INIT_PRECALL: begin
            ram_cmd <= CMD_PRECH;
            dr_a[10] <= 1'b1;  
            state <= STATE_WAIT;
            wait_next_state <= STATE_INIT_AUTOREF1;
            wait_reg <= 16'd1;
        end
        STATE_INIT_AUTOREF1: begin
            ram_cmd <= CMD_AREFR;
            state <= STATE_WAIT;
            wait_next_state  <= STATE_INIT_AUTOREF2;
            wait_reg <= 16'd4;  
        end
        STATE_INIT_AUTOREF2: begin
            ram_cmd <= CMD_AREFR;
            state <= STATE_WAIT;
            wait_next_state  <= STATE_INIT_REGPROG;
            wait_reg <= 16'd4;  
        end
        STATE_INIT_REGPROG: begin
            ram_cmd <= CMD_LREG;
            dr_a <= 13'b0001000100000;
            dr_ba <= 2'b00;
            state <= STATE_WAIT;
            wait_next_state  <= STATE_IDLE;
            wait_reg <= 16'd4;  
        end
        STATE_IDLE: begin
            if(c_read_req & ~c_busy ) begin
                ram_cmd <= CMD_ACTIVE;  
                i_addr <= c_addr;
                i_data_in <= c_data_in;
                dr_ba <= {c_addr[23:22]};  
                dr_a <= c_addr[21:9];
                state <= STATE_WAIT;
                wait_next_state <= STATE_READ;
                wait_reg <= 16'd1;
                c_busy <= 1'b1;
                sync_x_read_done <= sync_x_read_done^1;
            end else if(c_write_req & ~c_busy ) begin
                ram_cmd <= CMD_ACTIVE;
                i_addr <= c_addr;
                i_data_in <= c_data_in;
                i_wr_mask <= ~c_addr_sel;
                dr_ba <= {c_addr[23:22]};
                dr_a <= c_addr[21:9];
                state <= STATE_WAIT;
                wait_next_state <= STATE_WRITE;
                wait_reg <= 16'd1;
                c_busy <= 1'b1;
                sync_x_write_done <= sync_x_write_done^1;
            end else if(~(|autorefr_cnt)) begin
                ram_cmd <= CMD_PRECH;
                dr_a[10] <= 1'b1;  
                state <= STATE_WAIT;
                wait_next_state <= STATE_REFR;
                wait_reg <= 16'd1;
                c_busy <= 1'b1;
            end else begin
                ram_cmd <= CMD_NOP;
                state <= STATE_IDLE;
                c_busy <= 1'b0;
            end
        end
        STATE_WRITE: begin
            ram_cmd <= CMD_WRITE;
            {dr_dqmh, dr_dqml} <= i_wr_mask;
            dr_ba <= {i_addr[23:22]};
            dr_a[8:0] <= i_addr[8:0];
            dr_a[9] <= 1'b0; dr_a[12:11] <= 2'b0;
            dr_a[10] <= 1'b1;  
            dr_dq_reg <= i_data_in;
            dr_dq_oe <= 1'b1;
            state <= STATE_WAIT;
            wait_next_state <= STATE_IDLE;
            wait_reg <= 16'd1;
        end
        STATE_REFR: begin
            ram_cmd <= CMD_AREFR;
            state <= STATE_WAIT;
            wait_next_state <= STATE_IDLE;
            wait_reg <= 16'd4;
            autorefr_cnt <= 9'd355;
        end
        STATE_READ: begin
            ram_cmd <= CMD_READ;
            {dr_dqml, dr_dqmh} <= 2'b00;
            dr_ba <= {i_addr[23:22]};
            dr_a[8:0] <= i_addr[8:0];
            dr_a[9] <= 1'b0; dr_a[12:11] <= 2'b0;
            dr_a[10] <= 1'b1;  
            state <= STATE_WAIT;
            wait_next_state <= STATE_CASREAD;
            wait_reg <= 16'd1;
        end
        STATE_CASREAD: begin
            state <= STATE_IDLE;  
            ram_cmd <= CMD_NOP;
            c_data_out <= {16'b0, dr_dq};
            c_read_ready <= 1'b1;
            c_busy <= 1'b0;
        end
        default: begin  
            ram_cmd <= CMD_NOP;
            if(wait_reg == 16'b01) begin
                state <= wait_next_state;
                if (wait_next_state == STATE_IDLE) c_busy <= 1'b0;
                else c_busy <= 1'b1;
            end
            wait_reg <= wait_reg-1;
        end
    endcase
    if(|autorefr_cnt) autorefr_cnt <= autorefr_cnt-1;
end
endmodule
==> design/flow/run.sh <==
#!/bin/bash
# OpenROAD 26Q1-2900-gdf79404cd8, Yosys 0.63+post, stock flow scripts
make -C /OpenROAD-flow-scripts/flow DESIGN_CONFIG=/design/flow/config.mk WORK_HOME=/design/flow/orfs finish
==> design/flow/config.mk <==
export PLATFORM = sky130hd
export DESIGN_NAME = sdram
export DESIGN_NICKNAME = sdram
export VERILOG_FILES = /design/flow/design.v
export SDC_FILE = /design/flow/constraint.sdc
export NUM_CORES = 4
export LEC_CHECK = 1
export CORE_UTILIZATION = 50
==> design/flow/constraint.sdc <==
current_design sdram

set clk_period 7.6
set clk_io_pct 0.2

create_clock -name clk0 -period $clk_period [get_ports {clk}]
create_clock -name clk1 -period $clk_period [get_ports {srclk}]

set non_clock_inputs [all_inputs -no_clocks]
set_input_delay [expr $clk_period * $clk_io_pct] -clock clk0 $non_clock_inputs
set_output_delay [expr $clk_period * $clk_io_pct] -clock clk0 [all_outputs]
==> reports/metrics.csv <==
metric;value;unit
outcome;finished, final reports clean;
crit_required;6.08;ns
top_cells_by_count;edfxtp_1 (95), dfxtp_1 (22), buf_4 (18), a21oi_1 (16), clkbuf_1 (12);
synth.distinct_cells;57;
drc;0;
warnings;62;
holdBufCountCts;0;
ys_cells;328;
critPathCaptureType;primary output;
fin_hold_ws;0.4141;ns
diodes;0;
max-cap-violations;0;
busiest_layer;met1;
p_leak;2.242;nW
rsz0062_at_grt;no;
cts_resized;0;
post_cts_buffers;0;
async_reset_ff_share;0;%
cp.arrival;1.36;ns
grt_usage;19.28;%
fp_util;51.25;%
ys_warn_count;2;
syn_area_per_cell;14.37;um2
postSynthSeqShare;69.87;%
htree_levels;4;
yosys.area.top_type;edfxtp_1;
holdPathEnd;dr_dq[1];
worstMarginPinSlew;0.7580;ns
firstDrtPassIters;6;
numSynthFlops;117;
flop_cell;edfxtp_1;
hold_viol_final;0;
startpoint_type;flop;
grt_use_met3;5.861;%
whs_path_depth;0;
netlist_instances;328;
most_common_cell;edfxtp_1;
hold_start;i_data_in[1];
grt_first_pass_wirelength;13610;um
grt_overflow;0;
path_cells;clkdlybuf4s50_1;
path_buffers;1;
io_buffers;83;
maxSlewViolCount;0;
core_area;0.009196;mm2
reg2reg_depth;6;
detail-route-antenna-nets;0;
syn_area;0.004713;mm2
grt_pass1_vias;2705;
chipHeight;99.09;um
path_class;flop to primary output;
top_cell_area_share;60.53;%
wl;8617;um
io_pins;119;
rrSetupSlack;5.27;ns
layout-drive-gt1-share;11.81;%
instances_no_fill;543;
met1_usage;32.80;%
dieWidth;99.09;um
max-slew-margin-rel;49.28;%
rows;35;
cts_tree;yes;
setup_violations;0;
critPathSlowestCell;clkdlybuf4s50_1;
r2r_start;autorefr_cnt[0];
met2_usage;28.40;%
via_count;2918;
hold_path.class;flop to flop;
clkTransAtPathRegs;0.06;ns
worst_r2r_endpoint;wait_reg[2];
edf_count;95;
grt_max_degree;44;
wire_per_inst;15.87;um
slowest_delay;0.48;ns
drt_iter0_drc;178;
total_power;2.284;mW
gp_congestion;0.7915;
numCtsBuffers;17;
dp.cells;511;
worst-path-max-fanout;3;
chipArea;0.009819;mm2
hpwlAfterDp;5630;um
ys_chip_area;0.004713;mm2
crit_family;buffers and inverters;
setup_tns;0;ns
topCellsByArea;edfxtp_1 (61%), dfxtp_1 (9.3%), buf_4 (2.9%), a22o_1 (1.9%), o31ai_1 (1.8%);
viasPerCell;5.374;
cts_root_buf;clkbuf_8;
syn_to_final_growth;31.70;%
peakVddDrop;0.2292;mV
max-clock-path-buffers;2;
antenna_found_initial;0;
pwr_density_cell;367.9;mW/mm2
clock-skew-final;0.005477;ns
==> logic make-up after synthesis <==
family	Yosys count	share of synthesized area, %
AND-OR/OR-AND	68	10.09
multiplexers	7	1.540
buffers and inverters	42	4.991
flip-flops	117	69.87
adder cells (fa/ha/maj)	4	1.062
XOR/XNOR	4	0.7434
AND/OR/NAND/NOR	84	11.55
other	2	0.1593
==> per-layer routing <==
| metal | part of all wire, % | vias to the layer above |
|---|---|---|
| met3 | 7.0 | 8 |
| met2 | 47 | 105 |
| li1 | - | 1412 |
| met1 | 45 | 1393 |
| met4 | 1.2 | 0 |
| met5 | 0 | - |
==> worst max-delay path by stage <==
stage / startpoint / depth (start not counted) / endpoint
after CTS: c_busy / 1 / c_busy
after global routing: c_busy / 1 / c_busy
final: c_busy / 1 / c_busy
==> layout by cell type, fill, tap and decap left out, drive strengths merged, types with 9 or more instances in the layout <==
cell,n
edfxtp,95
clkdlybuf4s50,83
dfxtp,22
conb,18
clkbuf,17
a21oi,16
inv,15
o31ai,11
a22o,10
or4,10
nor2,9
==> power breakdown <==
part	switching [mW]	total, mW	leakage (nW)	internal (mW)
logic	0.249	0.498	0.857	0.250
registers	0.112	0.984	1.09	0.872
clock network	0.293	0.801	0.294	0.508
total	0.654	2.28	2.24	1.63
==> worst register-to-register path, delay by kind of cell (launching register included) <==
kind                       cells  cell delay, ns
and+or+nand+nor                1            0.54
buffers and inverters          2            0.37
AOI/OAI and AO/OA              2            0.49
adders and majority gates      1            0.18
DFF                            1            0.42
==> through the flow <==
stage | cell area (um2) | util (%) | setup WS, ns
detailed placement | 5599 | 60.88 | 4.444
CTS | 6207 | 67.50 | 4.676
global placement | 5599 | 60.88 | 4.447
floorplan | 4773 | - | 4.546
global route | 6207 | 67.50 | 4.642
finish | 6207 | 67.50 | 4.716
==> final cells by class <==
cell class | instances | area, um2
clock inverters | 15 | 193.9
well taps | 111 | 138.9
inverters | 9 | 33.78
clock buffers | 17 | 414.1
repair buffers | 89 | 875.8
flip-flops and latches | 117 | 3293
fillers | 639 | 2989
multi-input cells | 185 | 1257
Power figures rest on the tool's default switching activity, not on a simulated workload.
