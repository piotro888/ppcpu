===== run.sh =====
#!/bin/bash
# OpenROAD 26Q1-2900-gdf79404cd8, Yosys 0.63+post, stock flow scripts
make -C /OpenROAD-flow-scripts/flow DESIGN_CONFIG=/design/flow/config.mk WORK_HOME=/design/flow/orfs finish

===== design.v =====
module uart2 (
    input i_clk,
    input i_full_clk,
    input i_rst,
    input rx,
    output reg tx,
    input wb_cyc, wb_stb, wb_we,
    output wb_ack,
    input [23:0] wb_adr,
    input [15:0] wb_i_dat,
    output reg [15:0] wb_o_dat
);
localparam BAUD_RATE = 9600;
localparam CLOCK_FREQ = 50_000_000;
localparam UART_CLOCK_DIV = CLOCK_FREQ/(BAUD_RATE*2);
localparam TX_BUFF_SIZE = 8;
reg uart_clk = 1'b0;
reg [20 :0] uart_clk_cnt = 10'b0;
always @(posedge i_full_clk) begin
    uart_clk_cnt <= uart_clk_cnt + 6'b1;
    if (uart_clk_cnt == UART_CLOCK_DIV) begin
        uart_clk_cnt <= 10'b0;
        uart_clk <= ~uart_clk;
    end
end
reg [1:0] tx_state;
wire tx_ready = (tx_state == 2'b0);
wire tx_start = tx_data_avail;
reg [7:0] tx_data;
reg [2:0] tx_data_cnt;
reg [10:0] hold_cnt;
always @(posedge uart_clk) begin
    if (i_rst) begin
        tx <= 1'b1;        
        tx_state <= 2'b0;
    end else if ((tx_state == 2'b0) & tx_start) begin
        tx <= 1'b0;  
        tx_data_cnt <= 3'b0;
        tx_state <= 2'b1; 
    end else if (tx_state == 2'b1) begin
        tx <= tx_data[tx_data_cnt];
        tx_data_cnt <= tx_data_cnt + 1'b1;
        if (&tx_data_cnt)
            tx_state <= 2'b10;
    end else if (tx_state == 2'b10) begin
        tx <= 1'b1;  
        tx_state <= 2'b11;
        hold_cnt <= 0;
    end else if (tx_state == 2'b11) begin
        hold_cnt <= hold_cnt + 1;
        if (hold_cnt == 8) begin
              tx_state <= 2'b0;
        end
        tx <= 1'b1;
    end
end
reg [7:0] tx_fifo [TX_BUFF_SIZE-1:0];
reg [2:0] tx_write_ptr, tx_read_ptr;
wire tx_data_avail = |(tx_write_ptr^tx_read_ptr);
wire tx_full = (tx_write_ptr+3'b1) == tx_read_ptr;
always @(posedge uart_clk) begin
    if (i_rst) begin
        tx_read_ptr <= 3'b0;
    end else if (tx_ready & tx_data_avail) begin
        tx_read_ptr <= tx_read_ptr + 3'b1;
        tx_data <= tx_fifo[tx_read_ptr];
    end
end
reg [2:0] tx_prev_data;
wire tx_empty_irq = (tx_prev_data != 3'b0) && ((tx_write_ptr-tx_read_ptr) == 3'b0);
always @(posedge i_clk) begin
    if (i_rst) begin
        tx_write_ptr <= 3'b0;
    end else begin 
        tx_prev_data <= (tx_write_ptr-tx_read_ptr);
        if (wb_cyc & wb_stb & wb_we & wb_adr == 24'h2) begin
            tx_write_ptr <= tx_write_ptr + 3'b1;
            tx_fifo[tx_write_ptr] <= wb_i_dat[7:0]; 
        end
    end
end
assign wb_ack = wb_cyc & wb_stb;
always @* begin
    if (wb_adr == 24'h0) begin
        wb_o_dat = {14'b0, ~tx_full, 1'b0};
    end else begin
        wb_o_dat = 16'b0;
    end
end
endmodule

===== config.mk =====
export PLATFORM = sky130hd
export DESIGN_NAME = uart2
export DESIGN_NICKNAME = uart2
export VERILOG_FILES = /design/flow/design.v
export SDC_FILE = /design/flow/constraint.sdc
export NUM_CORES = 4
export LEC_CHECK = 1
export CORE_UTILIZATION = 30

===== constraint.sdc =====
current_design uart2

set clk_period 6.7
set clk_io_pct 0.2

create_clock -name clk0 -period $clk_period [get_ports {i_clk}]
create_clock -name clk1 -period $clk_period [get_ports {i_full_clk}]

set non_clock_inputs [all_inputs -no_clocks]
set_input_delay [expr $clk_period * $clk_io_pct] -clock clk0 $non_clock_inputs
set_output_delay [expr $clk_period * $clk_io_pct] -clock clk0 [all_outputs]

==> results.ini <==
[outcome]
status = completed

[worst_setup_path]
r2r-start = uart_clk_cnt[6]$_SDFF_PN0_
startpoint = wb_adr[13]
reg2reg_to = uart_clk$_DFFE_PN_
rr_worst_depth = 3
cp.required_ns = 5.36
end_kind = output port
startpoint_type = input port
critPathMaxFanout = 2
path_class = in2out
worstPathArrival_ns = 3.06
r2r_slack_ns = 4.92

[final_timing]
setup_viol = 0
untimed_endpoints = 53
clock_skew_ns = 0.00417
setup_tns_ns = 0
worst_pin_slew_ns = 0.836
unclocked_regs = 30
report.final.slew_viol_count = 0
whs_ns = 0.468
max_slew_margin_pct = 44.3
rsz0062_at_grt = false
final_hold_viol_count = 0

[die]
rows = 48
fp_util_pct = 30.6
ios = 65
die_h_um = 135
die-area_um2 = 18100
fp.dieW_um = 135
coreArea_um2 = 17200

[synth]
top_area_share_pct = 49.6
yosys_cells = 384
ys_warn_count = 1
yosysChipArea_um2 = 5270
top_cells_by_area = edfxtp_1 50%, dfxtp_1 12%, mux4_2 7.7%
edf_count = 87
post-synth-top-area-cell = edfxtp_1
ys_seq_elements = 119
syn-mean-instance-area_um2 = 13.7
synthArstFlopShare_pct = 0
synth_cells = 384
synthDistinctLibCells = 48
seq_area_frac_synth_pct = 61.7
synth_top_flop_cell = edfxtp_1
netlist_area_um2 = 5270

[flow_run]
maxCapViolCount = 0
tool_warnings = 37

[clock_tree]
postCtsSetupBuffers = 0
cts_resized = 0
hold_buffers = 0
clk_pin_slew_ns = 0.06
cts_tree = yes

[grt]
grt_usage_pct = 10.5
grt_first_pass_wirelength_um = 14500
grt_overflow = 0
first_global_vias = 2992
grt_max_degree = 32
antenna_found_initial = 0

[placed_design]
routabilityCongestion = 0.818
hpwl_um = 6040
io_buffers = 39

[drt]
routed_via_density = 4.58
vias = 3038
drt_iter0_drc = 211
wl_per_cell_um = 13.1
ant_nets = 0
post-route-drc-count = 0
wl_um = 8670
antenna_cells = 0
drtPass1Iterations = 4

[power_and_ir_drop]
ir_drop_uv = 257
pwr_density_cell_nw_per_um2 = 199
leakage_nw = 2.13

[finish]
fin_util_pct = 36.5
synthToLayoutAreaGrowth_pct = 19.2
fill_cells = 1582
layout-drive-gt1-share_pct = 15.1

[worst_hold_path]
min_path_cells = 1
min-delay-path-class = reg2reg
holdPathEnd = uart_clk_cnt[20]$_SDFF_PN0_
hold_path_startpoint = uart_clk_cnt[20]$_SDFF_PN0_

-- cell type report --
| cell class | instances | area (µm²) | share of cell area [%] |
|---|---|---|---|
| Sequential cell | 119 | 3250 | 51.8 |
| Clock inverter | 7 | 103 | 1.63 |
| Clock buffer | 13 | 314 | 5.00 |
| Multi-Input combinational cell | 240 | 1840 | 29.2 |
| Timing Repair Buffer | 48 | 458 | 7.29 |
| Inverter | 11 | 41.3 | 0.657 |
| Tap cell | 225 | 282 | 4.48 |
-- critical path: stages --
cell	delay, ns
clkdlybuf4s50_1	0.40
nor4_1	0.37
nand4_1	0.16
nor4_1	0.28
clkdlybuf4s50_1	0.52
-- registers in the layout (all words and copies together), names as in the netlist --
name,count
hold_cnt,11
tx,1
tx_data,8
tx_data_cnt,3
tx_fifo,64
tx_read_ptr,3
tx_state,4
tx_write_ptr,3
uart_clk,1
uart_clk_cnt,21
-- cell usage in the layout (no fill, tap or decap), types with 3 or more instances in the layout --
cell type	count
a21oi_1	5
and3_1	7
and4_1	4
buf_4	9
clkbuf_16	12
clkdlybuf4s50_1	39
clkinv_4	4
conb_1	15
dfxtp_1	32
edfxtp_1	87
ha_1	8
inv_1	11
mux4_2	18
nand2_1	38
nand2b_1	3
nand3_1	13
nand4_1	7
nor2_1	23
nor2_2	7
nor2b_1	6
nor3_1	10
nor4_1	12
nor4_2	3
o21ai_0	3
xnor2_1	21
xor2_1	12
-- worst max path at each step --
stage	endpoint	cells after the start
4_1_cts	wb_o_dat[1]	5
5_1_grt	wb_o_dat[1]	5
6_report	wb_o_dat[1]	5
-- cell usage after synthesis, types with 2 or more instances --
cell and count:
xnor2_1 21, xor2_1 12, nand4_1 7, ha_1 8, nand2b_1 3, dfxtp_1 32, and3_1 7, and2_1 2
clkbuf_1 4, a21oi_1 5, nand3_1 13, nor3_1 10, nor4_1 12, nor2_1 23, buf_6 2, nor4_2 3
buf_4 19, nor4b_1 2, nand2_1 38, inv_1 11, nor2b_1 6, mux4_2 18, nor2_2 7, and4_1 4
mux2i_1 2, nor4_4 2, o21ai_0 3, edfxtp_1 87, or3_1 2
-- metal layers --
layer	vias to the layer above	global-route usage, %	wire length (µm)
li1	1488	-	-
met1	1450	14.7	3650
met2	88	17.0	4300
met3	12	3.60	576
met4	0	1.69	134
met5	-	0	0
-- power by group --
group | internal, mW | leakage [nW] | total, mW | switching [mW]
Clock | 0.419 | 0.200 | 0.632 | 0.213
Sequential | 0.590 | 1.04 | 0.590 | 0.000000000424
Combinational | 0.0204 | 0.890 | 0.0306 | 0.0102
-- per-stage QoR --
stage / power [mW] / setup WS, ns / instances / cell area [µm²]
final: 1.25 / 2.30 / 663 / 6290
after global routing: 1.29 / 2.10 / 663 / 6290
after CTS: 1.27 / 2.28 / 663 / 6290
after detailed placement: 0.633 / 2.29 / 643 / 5870
after global placement: 0.632 / 2.30 / 643 / 5870
after floorplan: 0.612 / 3.37 / 398 / 5320
-- cells by family after synthesis --
group,synth area share [%]
DFF,61.7
muxes,8.07
AOI/OAI and AO/OA,1.90
other,0.0711
adders and majority gates,1.90
xor gates and xnor gates,5.48
and+or+nand+nor,16.4
buffers and inverters,4.46
No activity file was given, so power comes from the tool's default toggle rates.
