==> flow/design.v <==
module uart (
    input i_clk,
    input i_full_clk,
    input i_rst,
    input rx,
    output reg tx,
    input wb_cyc, wb_stb, wb_we,
    output wb_ack,
    input [23:0] wb_adr,
    input [15:0] wb_i_dat,
    output reg [15:0] wb_o_dat
);
localparam BAUD_RATE = 115200;
localparam OVERSAMPLE = 8;
localparam OVERSAMPLE_LOG = 3;
localparam CLOCK_FREQ = 50_000_000;
localparam UART_CLOCK_DIV = CLOCK_FREQ/(BAUD_RATE*2);
localparam OSMPL_CLOCK_DIV = CLOCK_FREQ/(BAUD_RATE*OVERSAMPLE*2);
localparam RX_BUFF_SIZE = 8;
localparam TX_BUFF_SIZE = 8;
reg uart_os_clk = 1'b0;
reg [5:0] uart_os_clk_cnt = 6'b0;
reg uart_clk = 1'b0;
reg [9:0] uart_clk_cnt = 10'b0;
always @(posedge i_full_clk) begin
    uart_os_clk_cnt <= uart_os_clk_cnt + 6'b1;
    uart_clk_cnt <= uart_clk_cnt + 6'b1;
    if (uart_os_clk_cnt == 27) begin
        uart_os_clk_cnt <= 6'b0;
        uart_os_clk <= ~uart_os_clk;
    end
    if (uart_clk_cnt == UART_CLOCK_DIV) begin
        uart_clk_cnt <= 10'b0;
        uart_clk <= ~uart_clk;
    end
end
reg [7:0] rx_result;
reg [2:0] rx_res_bit;
wire rx_submit = (sub_clk_cnt == 4'b0111) && (state == 4'b1001);
reg [3:0] state = 4'b0;
reg [3:0] sub_clk_cnt = 4'b0;
always @(posedge uart_os_clk) begin
    case (state)
        4'b0: begin
            if(rx == 1'b0) begin
                state <= 1'b1;
            end
        end
        4'b1001: begin
            if(sub_clk_cnt == 4'b0111) begin
                sub_clk_cnt <= 4'b0;
                state <= 4'b0;
            end else begin
                sub_clk_cnt <= sub_clk_cnt+4'b1;
            end
        end
        default: begin  
            if((state != 4'b1 && sub_clk_cnt == 4'b0111) || sub_clk_cnt == 4'b1010) begin  
                rx_result[state-4'b1] <= rx;
                state <= state+4'b1;
                sub_clk_cnt <= 4'b0;
            end else begin
                sub_clk_cnt <= sub_clk_cnt+4'b1;
            end
        end
    endcase
end
reg [7:0] rx_fifo [RX_BUFF_SIZE-1:0];
reg [2:0] rx_write_ptr, rx_read_ptr;
always @(posedge uart_os_clk) begin
    if (i_rst) begin
        rx_write_ptr <= 3'b0;
    end else if (rx_submit) begin
        rx_fifo[rx_write_ptr] <= rx_result;
        rx_write_ptr <= rx_write_ptr + 3'b1;
    end
end
wire rx_data_available = |(rx_read_ptr ^ rx_write_ptr);
reg [2:0] rx_prev_data;
wire rx_irq = (rx_prev_data == 3'b0 & ((rx_write_ptr-rx_read_ptr) != 3'b0)); 
always @(posedge i_clk) begin
    if (i_rst) begin
        rx_read_ptr <= 3'b0;
    end else begin
        rx_prev_data <= rx_write_ptr-rx_read_ptr;
        if (wb_cyc & wb_stb & ~wb_we & wb_adr == 24'h1 & rx_data_available) begin
            rx_read_ptr <= rx_read_ptr + 3'b1;
            rx_prev_data <= (rx_write_ptr-rx_read_ptr-3'b1);
        end
    end
end
reg [1:0] tx_state;
wire tx_ready = (tx_state == 2'b0);
wire tx_start = tx_data_avail;
reg [7:0] tx_data;
reg [2:0] tx_data_cnt;
always @(posedge uart_clk) begin
    if (i_rst) begin
        tx <= 1'b1;        
        tx_state <= 2'b0;
    end else if ((tx_state == 2'b0) & tx_start) begin
        tx <= 1'b0;  
        tx_data_cnt <= 3'b0;
        tx_state <= 2'b1; 
    end else if (tx_state == 2'b1) begin
        tx <= tx_data[tx_data_cnt];
        tx_data_cnt <= tx_data_cnt + 1'b1;
        if (&tx_data_cnt)
            tx_state <= 2'b10;
    end else if (tx_state == 2'b10) begin
        tx <= 1'b1;  
        tx_state <= 2'b0;
    end
end
reg [7:0] tx_fifo [RX_BUFF_SIZE-1:0];
reg [2:0] tx_write_ptr, tx_read_ptr;
wire tx_data_avail = |(tx_write_ptr^tx_read_ptr);
wire tx_full = (tx_write_ptr+3'b1) == tx_read_ptr;
always @(posedge uart_clk) begin
    if (i_rst) begin
        tx_read_ptr <= 3'b0;
    end else if (tx_ready & tx_data_avail) begin
        tx_read_ptr <= tx_read_ptr + 3'b1;
        tx_data <= tx_fifo[tx_read_ptr];
    end
end
reg [2:0] tx_prev_data;
wire tx_empty_irq = (tx_prev_data != 3'b0) && ((tx_write_ptr-tx_read_ptr) == 3'b0);
always @(posedge i_clk) begin
    if (i_rst) begin
        tx_write_ptr <= 3'b0;
    end else begin 
        tx_prev_data <= (tx_write_ptr-tx_read_ptr);
        if (wb_cyc & wb_stb & wb_we & wb_adr == 24'h2) begin
            tx_write_ptr <= tx_write_ptr + 3'b1;
            tx_fifo[tx_write_ptr] <= wb_i_dat[7:0]; 
        end
    end
end
assign wb_ack = wb_cyc & wb_stb;
always @* begin
    if (wb_adr == 24'h0) begin
        wb_o_dat = {14'b0, ~tx_full, rx_data_available};
    end else if (wb_adr == 24'h1) begin
        wb_o_dat = rx_fifo[rx_read_ptr];
    end else begin
        wb_o_dat = 16'b0;
    end
end
endmodule
==> flow/run.sh <==
#!/bin/bash
# OpenROAD 26Q1-2900-gdf79404cd8, Yosys 0.63+post, stock flow scripts
make -C /OpenROAD-flow-scripts/flow DESIGN_CONFIG=/design/flow/config.mk WORK_HOME=/design/flow/orfs finish
==> flow/config.mk <==
export PLATFORM = sky130hd
export DESIGN_NAME = uart
export DESIGN_NICKNAME = uart
export VERILOG_FILES = /design/flow/design.v
export SDC_FILE = /design/flow/constraint.sdc
export NUM_CORES = 4
export LEC_CHECK = 1
export CORE_UTILIZATION = 50
==> flow/constraint.sdc <==
current_design uart

set clk_period 4.6
set clk_io_pct 0.2

create_clock -name clk0 -period $clk_period [get_ports {i_clk}]
create_clock -name clk1 -period $clk_period [get_ports {i_full_clk}]

set non_clock_inputs [all_inputs -no_clocks]
set_input_delay [expr $clk_period * $clk_io_pct] -clock clk0 $non_clock_inputs
set_output_delay [expr $clk_period * $clk_io_pct] -clock clk0 [all_outputs]
==> out/writeup.txt <==
The power report puts the net switching power at 319 uW. For the iteration-0 DRC count of the detailed router, the log shows 196. Ranking logic cells in the layout by count gives the top entries sky130_fd_sc_hd__edfxtp_1 (157), sky130_fd_sc_hd__clkdlybuf4s50_1 (47), sky130_fd_sc_hd__nor2_1 (42). The fraction of met1 tracks used by global routing came out at 0.299. Setup repair after global routing left no endpoint under its margin. The combinational power share came out at 0.032. After routing, the total negative slack on setup checks comes to 0 ps. The layer with the highest usage after global routing is met1.

TritonCTS built the clock tree. The worst register-to-register path depth is 4. Worst min-delay path endpoint: uart_os_clk_cnt[0]$_SDFF_PN0_.

With the count of unclocked register or latch pins at 101, the peak fanout along the critical path is 6. The routed layout has 4462 vias. The run gives 0 for the final-report hold violation count. The critical path is of the primary input to output port type. The number of antenna diodes in the final layout is 0. The initial antenna violation count came out at 0.

The run gives 0.471 for the register share of total power. The number of cells on the worst hold path was 1. For the total leakage power, the log shows 3.09 nW. The iteration count recorded for the first detailed-route pass is 4. The critical path startpoint category is a primary input. The tools report the internal reg-to-reg setup slack as 2280 ps. The number of placed I/O pins is 65. The area of the mapped netlist is 0.00836 mm^2. The gate-level netlist out of Yosys references 61 unique cell types.

Once the clock tree was built, the resizer swapped 0 gates to a different size. The type of element capturing the critical path was an output port. In this run the layout overhead on the synthesized area is reported as 13.6%. Final hold analysis gives a worst-case slack of 441 ps.

The run gives 23400 um as the wire length of the first global-routing pass. With the post-route core utilization at 0.589, the transition time at the pin with the least slew margin is 791 ps. Average vias per placed instance: 5.46. The DRC violation total left in the routed layout is recorded as 0. The startpoint identified for the worst hold timing path is uart_os_clk_cnt[0]$_SDFF_PN0_. Overall track demand over capacity in global routing: 0.193.

The number of slew-limit violations in the final report was 0. For the worst reg-to-reg path, the endpoint reported by OpenROAD is rx_read_ptr[2]$_SDFFE_PP0P_. Remaining number of nets flagged by the antenna check after routing: 0.

The sequential element share of the synthesized area is 0.641. The met3 demand-to-capacity share in global routing came out at 0.0999. The run gives 1 for the number of warnings reported in the yosys synthesis log.

The number of enable-type register cells in the synthesized netlist works out to 157. The per-instance average area after synthesis was 15.6 um^2; the mean routed wirelength per cell was 17.8 um. The core region is 0.0161 mm^2. The clock transition at the registers of the reported paths is 50 ps. The synth_stat.txt file lists the number of cells as 536. Per the synth log, the flip-flop and latch total comes to 189. The number of port buffers works out to 47.

Entering global routing, the biggest net connects 85 pins. The logs give 659 ps for the final critical-path setup slack and 0.000300 V for the worst supply voltage drop on vdd. The die is 131 um wide. The run gives 0 as the number of setup violations in the final report. The max capacitance violation total is 0. Recorded from the global router log, the overflow total was 0.

Launch instance of the worst register-to-register path: rx_read_ptr[0]$_SDFFE_PP0P_. The run finished with clean final reports. Between clock sinks in the finished design, the worst skew comes to 3.89 ps. The tools report the power share of the clock group as 0.497.

For this block, the routed nets add up to 14500 um of wire. At the end of routability-driven placement, the weighted congestion stood at 0.871. Most numerous logic cell after layout: sky130_fd_sc_hd__edfxtp_1. The fraction of registers with async set/reset works out to 0.

Per the OpenROAD floorplan log, the height of the die is 131 um. The number of cell rows is 46, and the via count of the first global-routing pass is 4616. The tools report the chip area estimate from yosys synthesis as 0.00836 mm^2. Total power per unit cell area: 191 mW/mm^2.

At the placement stage, the worst setup path has a slack of 597 ps. Looking at the cell usage after synthesis, the top flip-flop cell is sky130_fd_sc_hd__edfxtp_1. The arrival time of data at the worst endpoint is listed as 3020 ps.

With the met2 global-route usage at 0.285, the design internal power is 1.49 mW. Across all stage logs, warnings added up to 40. The count of hold buffers inserted by post-cts repair came out at 0. The required arrival time at the worst endpoint was 3680 ps. Summed over all nets, the half-perimeter wirelength after detailed placement is 9900 um. The run gives 0.0172 mm^2 for the chip area. The run gives 0.176 for the switching fraction of total power.

According to the hold report, the worst path is of the register to register type. The run gives 0.519 for the effective utilization at floorplan. The run gives 0.465 for the worst max-slew margin expressed relative to the limit. The tools report the instance tally after logic synthesis as 536.

The run gives 0 as the count of buffers added by post-CTS timing repair for setup. The fraction of final layout cells with drive strength greater than 1 is 0.148. With the overall power of the completed layout at 1.81 mW, the number of unconstrained endpoints is 193.
==> layer usage <==
metal	up-vias	share of wire
met5	-	0
met4	0	0.0082
met3	12	0.11
met2	175	0.46
met1	2099	0.42
li1	2176	-
==> flip-flops by register name (all words and copies together) (netlist names), 3 cells and up <==
register         flops
uart_os_clk_cnt      6
sub_clk_cnt          4
tx_data              8
tx_write_ptr         3
uart_clk_cnt        10
tx_fifo             64
rx_result            8
rx_read_ptr          3
tx_read_ptr          3
state                4
rx_fifo             64
rx_write_ptr         3
tx_data_cnt          3
tx_state             3
==> cells by family after synthesis <==
family | synth area share
flip-flops | 0.641
XOR/XNOR | 0.0286
buffers and inverters | 0.0308
multiplexers | 0.125
other | 0.000449
adder cells (fa/ha/maj) | 0.0240
AND-OR/OR-AND | 0.0395
AND/OR/NAND/NOR | 0.111
==> synthesized netlist by cell type, types with 11 or more instances <==
library cell               number  area [um^2]
sky130_fd_sc_hd__nor2_1        42          158
sky130_fd_sc_hd__edfxtp_1     157         4710
sky130_fd_sc_hd__mux4_2        26          586
sky130_fd_sc_hd__inv_1         15         56.3
sky130_fd_sc_hd__buf_2         11         55.1
sky130_fd_sc_hd__mux2_2        11          124
sky130_fd_sc_hd__ha_1          16          200
sky130_fd_sc_hd__dfxtp_1       32          641
sky130_fd_sc_hd__nand2_1       22         82.6
sky130_fd_sc_hd__o21ai_0       12         60.1
sky130_fd_sc_hd__xor2_1        12          105
sky130_fd_sc_hd__a21oi_1       13         65.1
sky130_fd_sc_hd__mux2i_1       11          110
sky130_fd_sc_hd__nand3_1       19         95.1
==> power by group through the flow <==
stage | Combinational [mW] | Sequential (mW) | Clock, mW
5_1_grt | 0.0632 | 0.852 | 0.951
4_1_cts | 0.0588 | 0.852 | 0.921
6_report | 0.0582 | 0.853 | 0.899
==> worst max-delay path by stage <==
| stage | startpoint | to | slack (ps) | cells past startpoint |
|---|---|---|---|---|
| after global routing | wb_adr[6] | wb_o_dat[5] | 500 | 6 |
| after CTS | wb_adr[6] | wb_o_dat[2] | 590 | 6 |
| final | wb_adr[6] | wb_o_dat[2] | 660 | 6 |
==> per-stage QoR <==
step | std cells | instance area, um^2
detailed placement | 797 | 9090
floorplan | 543 | 8380
global route | 817 | 9490
CTS | 817 | 9490
finish | 817 | 9490
global placement | 797 | 9090
==> worst max-delay path, stage by stage <==
cell	delay, ps
sky130_fd_sc_hd__clkdlybuf4s50_1	450
sky130_fd_sc_hd__nor4_4	390
sky130_fd_sc_hd__and4_1	320
sky130_fd_sc_hd__nand3_1	270
sky130_fd_sc_hd__nor2_1	190
sky130_fd_sc_hd__clkdlybuf4s50_1	470
==> final cells by class <==
class | count | area (um^2)
clock inverter | 6 | 86.3
tap | 216 | 270
multi-input combinational | 308 | 2770
inverter | 15 | 56.3
sequential | 189 | 5360
fill | 1216 | 6620
clock buffer | 14 | 318
timing repair buffer | 69 | 636
No activity file was given, so power comes from the tool's default toggle rates.
